===== ./run.sh =====
#!/bin/bash
# OpenROAD 26Q1-2900-gdf79404cd8, Yosys 0.63+post, stock flow scripts
make -C /OpenROAD-flow-scripts/flow DESIGN_CONFIG=/design/flow/config.mk WORK_HOME=/design/flow/orfs finish

===== ./config.mk =====
export PLATFORM = sky130hd
export DESIGN_NAME = ram_ahb_controller
export DESIGN_NICKNAME = ram_ahb_controller
export VERILOG_FILES = /design/flow/design.v
export SDC_FILE = /design/flow/constraint.sdc
export NUM_CORES = 4
export LEC_CHECK = 1
export CORE_AREA = 10 10 139 139
export DIE_AREA = 0 0 149 149

===== ./constraint.sdc =====
current_design ram_ahb_controller

set clk_period 2.3
set clk_io_pct 0.2

create_clock -name clk0 -period $clk_period [get_ports {HCLK}]

set non_clock_inputs [all_inputs -no_clocks]
set_input_delay [expr $clk_period * $clk_io_pct] -clock clk0 $non_clock_inputs
set_output_delay [expr $clk_period * $clk_io_pct] -clock clk0 [all_outputs]

===== ./design.v =====
`timescale              1ns/1ps
`default_nettype        none
module ram_ahb_controller #( parameter AW = 13)  
 (
    input wire              HCLK,
    input wire              HRESETn,
    input wire              HSEL,
    input wire [31:0]       HADDR,
    input wire [1:0]        HTRANS,
    input wire              HWRITE,
    input wire              HREADY,
    input wire [31:0]       HWDATA,
    input wire [2:0]        HSIZE,
    output reg              HREADYOUT,
    output wire [31:0]      HRDATA,
    input  wire [31:0]      DO,
    output wire [31:0]      DI,
    output wire [31:0]      BEN,
    output wire [AW-3:0]    AD,
    output wire             EN,
    output wire             R_WB
);   
    wire [31:0]      SRAMRDATA;
    wire [3:0]       SRAMWEN;
    wire [31:0]      SRAMWDATA;
    wire             SRAMCS;
    wire [AW-3:0]    SRAMADDR;
    wire             SRAMCLK;
    assign SRAMRDATA = DO;
    assign DI        = SRAMWDATA;
    assign BEN       = {{8{SRAMWEN[3]}}, {8{SRAMWEN[2]}}, {8{SRAMWEN[1]}}, {8{SRAMWEN[0]}}};
    assign AD        = SRAMADDR;
    assign EN        = SRAMCS;
    assign R_WB      = ~(SRAMWEN[3] | SRAMWEN[2] | SRAMWEN[1] | SRAMWEN[0]);
    reg  [(AW-3):0]         buf_addr;           
    reg  [ 3:0]             buf_we;             
    reg                     buf_hit;            
    reg  [31:0]             buf_data;           
    reg                     buf_pend;           
    reg                     buf_data_en;        
    wire ahb_wr  = HTRANS[1] & HSEL & HREADY & HWRITE;
    wire ahb_rd  = HTRANS[1] & HSEL & HREADY & ~HWRITE;
    wire buf_pend_nxt = (buf_pend | buf_data_en) & ahb_rd;
    always @(posedge HCLK or negedge HRESETn)
        if (~HRESETn)
        buf_pend <= 1'b0;
        else
        buf_pend <= buf_pend_nxt;
    reg ram_write_stall;
    wire ram_write   = ((buf_pend | buf_data_en)  & (~ahb_rd)) | ram_write_stall;
    assign SRAMWEN   = {4{ram_write}} & buf_we[3:0];
    assign SRAMADDR  = ahb_rd ? HADDR[AW-1:2] : buf_addr;
    assign SRAMCS    = ahb_rd | ram_write ;
    assign SRAMCLK   = HCLK;
    wire is_byte     = (HSIZE == 3'b000);
    wire is_half     = (HSIZE == 3'b001);
    wire is_word     = (HSIZE == 3'b010);
    wire byte_0      = is_byte & (HADDR[1:0] == 2'b00);
    wire byte_1      = is_byte & (HADDR[1:0] == 2'b01);
    wire byte_2      = is_byte & (HADDR[1:0] == 2'b10);
    wire byte_3      = is_byte & (HADDR[1:0] == 2'b11);
    wire half_0      = is_half & ~HADDR[1];
    wire half_2      = is_half & HADDR[1];
    wire byte_we_0   = is_word | half_0 | byte_0;
    wire byte_we_1   = is_word | half_0 | byte_1;
    wire byte_we_2   = is_word | half_2 | byte_2;
    wire byte_we_3   = is_word | half_2 | byte_3;
    wire [3:0] buf_we_nxt = {4{ahb_wr}} & {byte_we_3, byte_we_2, byte_we_1, byte_we_0};
    always @(posedge HCLK or negedge HRESETn)
        if (~HRESETn)
        buf_we <= 4'b0000;
        else if(ahb_wr)
        buf_we <= buf_we_nxt;
    always @(posedge HCLK or negedge HRESETn)
        if (~HRESETn)
        buf_data_en <= 1'b0;
        else
        buf_data_en <= ahb_wr & ~HADDR[23];  
    always @(posedge HCLK) begin
        if(buf_data_en) begin
            if(buf_we[3]) buf_data[31:24] <= HWDATA[31:24];
            if(buf_we[2]) buf_data[23:16] <= HWDATA[23:16];
            if(buf_we[1]) buf_data[15: 8] <= HWDATA[15: 8];
            if(buf_we[0]) buf_data[ 7: 0] <= HWDATA[ 7: 0];
        end
    end
    always @(posedge HCLK or negedge HRESETn) begin
        if (~HRESETn)
            buf_addr <= {(AW-2){1'b0}};
        else if (ahb_wr)
            buf_addr <= HADDR[(AW-1):2];
    end
    wire  buf_hit_nxt = (HADDR[AW-1:2] == buf_addr[AW-3 - 0:0]);
    always @(posedge HCLK or negedge HRESETn)
        if (~HRESETn)
            buf_hit <= 1'b0;
        else if(ahb_rd)
            buf_hit <= buf_hit_nxt;
    wire [ 3:0] short  = {4{buf_hit}} & buf_we; 
    assign  HRDATA = { 
                short[3] ? buf_data[31:24] : SRAMRDATA[31:24],
                short[2] ? buf_data[23:16] : SRAMRDATA[23:16],
                short[1] ? buf_data[15: 8] : SRAMRDATA[15: 8],
                short[0] ? buf_data[ 7: 0] : SRAMRDATA[ 7: 0] 
            };
    assign SRAMWDATA = (buf_pend) ? buf_data : HWDATA[31:0];
    reg [2:0] delay_cycles;
    reg [2:0] delay_count;
    reg ahb_wr_stall;
    reg last_delay_cycle_wr;
    always@ (posedge HCLK or negedge HRESETn) begin
        if (!HRESETn) begin
            last_delay_cycle_wr <= 0;
        end else if(HREADY) begin
            last_delay_cycle_wr       <= HADDR[23]==1'b1 && ahb_wr;
        end
    end
    always @(posedge HCLK or negedge HRESETn)
        if (~HRESETn)
            delay_cycles <= 3'b000;
        else if(last_delay_cycle_wr)
            delay_cycles <= 3'b000;  
    always @(posedge HCLK or negedge HRESETn) begin
        if (~HRESETn) begin
            HREADYOUT <= 1'b1;
            delay_count <= 3'b000;
            ahb_wr_stall <= 3'b000;
            ram_write_stall <= 1'b0;
        end
        else if((delay_count < delay_cycles) && (ahb_wr_stall|ahb_wr)) begin
            HREADYOUT <= 1'b0;
            delay_count <= delay_count + 3'b001;
            ahb_wr_stall <= 1'b1;
            ram_write_stall <= 1'b1;
        end
        else begin
            HREADYOUT <= 1'b1;
            delay_count <= 3'b000;
            ahb_wr_stall <= ahb_wr;
            ram_write_stall <= 1'b0;
        end
    end
endmodule

==> reports/metrics.yaml <==
status: "complete, no violations"
syn_area_per_cell_um2: 13.5
top_cells_by_area: "edfxtp_1, mux2_2, dfrtp_1"
worst_hold_slack_ns: 0.489
worst_pin_slew_ns: 0.513
first_pass_iters: 4
cts.sinks: 50
clkSlewWorstSetupHoldPaths_ns: 0.07
die_h_um: 149
crit_type: "in2out"
seq_area_frac_synth: 0.461
drv_slew: 0
grt_overflow_total: 0
ir_worst_vdd_uv: 247
yosys_warnings: 1
drv_cap: 0
finClkSkew_ns: 0.00612
vias: 2436
gp_congestion: 0.827
tool_warnings: 45
track_usage: 0.0901
clock_power_share: 0.302
final_antenna_net_count: 0
core_area_mm2: 0.0165
hpwlAfterDp_um: 8400
edf_count: 32
pre_cts_slack_ns: -0.305
dp.cells: 617
cp.required_ns: 1.84
cts.path.max_buffers: 2
leakage_nw: 2.50
ys_cells: 227
drive_above_1_share: 0.314
max_freq_mhz: 445
p_sw_mw: 0.541
n_fill_cell: 1611
seq_power_share: 0.447
syn_inst: 227
drtIter0Drc: 43
synthesis.area_mm2: 0.00306
die_x_um: 149
power.total_mw: 2.41
top_area_frac: 0.314
grt_max_degree: 26
setup_slack_ns: 0.0537
hp-class: "in2async"
largest_area_cell: "edfxtp_1"
area_delta_synth_final_pct: 78.8
antenna_cells: 0
worstPathArrival_ns: 1.79
rows: 47
grt_pass1_vias: 2592
crit_fanout: 8
power_switching_share: 0.225
layout_top_cell: "clkdlybuf4s50_1"
cts_hold_buf: 0
finalSetupViolCount: 0
grt_pass1_wl_um: 15700
initCoreUtil: 0.186
routedWlPerCell_um: 16.9
setup.worst_path.start: "HTRANS[1]"
worstSetupEndpointType: "primary output"
numCtsBuffers: 5
p_int_mw: 1.87
post-route-drc-count: 0
die-area_mm2: 0.0222
min_period_ns: 2.25
r2r-start: "buf_data_en"
io_pins: 216
cp-start-kind: "input pin"
routed_wl_um: 10700
ys_types: 26
flop_cell: "edfxtp_1"
antenna_found_initial: 0
comb_power_share: 0.251
avgViaCountPerCell: 3.84
portBuffers: 195
instances_no_fill: 634
clk_latency_ns: 0.29
async_flop_share: 0.360
fin_tns_setup_ns: 0
h-tree-depth: 2
cts_tree: "done"
power_density_mw_per_mm2: 440
rsz0062_at_grt: "true"
finalHoldViolations: 0
synth-area-yosys_mm2: 0.00306
slew_headroom: 0.658
root_buffer: "clkbuf_16"
post-route-period-util: 0.977
layout_top_cells: "clkdlybuf4s50_1, mux2_2, edfxtp_1"
ys.flops: 50
-- stage by stage --
stage	area [µm²]	utilization
3_5_place_dp	5120	0.311
2_1_floorplan	3060	-
3_3_place_gp	5120	0.311
4_1_cts	5360	0.326
6_report	5480	0.333
5_1_grt	5480	0.333
-- path summary, 6_finish.rpt --
kind | endpoint | cells past startpoint | slack (ns)
max in group asynchronous | buf_we[2] | 2 | 1.59
max reg2reg | buf_data[23] | 1 | 0.98
min | buf_addr[2] | 2 | 0.49
min in group clk0 | buf_addr[1] | 1 | 0.56
min reg2reg | buf_addr[1] | 1 | 0.56
max | BEN[29] | 6 | 0.05
-- metal layers --
layer  track usage  vias to the layer above  routed length (µm)
met5             0                        -                   0
met4       0.00883                        0                 115
met3        0.0354                        8                1050
met2         0.137                      113                4690
met1         0.124                     1141                4870
li1              -                     1174                   -
-- kinds of logic after synthesis --
family / share of synthesized area
xor gates and xnor gates: 0.0315
muxes: 0.331
DFF: 0.461
other: 0.00122
buffers and inverters: 0.0874
and+or+nand+nor: 0.0617
AOI/OAI and AO/OA: 0.0266
-- final cells by class --
cell class                 count  area [µm²]  share of cell area
multi-input combinational    140        1420               0.259
sequential                    50        1420               0.258
timing repair buffer         215        2220               0.406
tap                          220         275              0.0503
inverter                       1        3.75            0.000686
clock buffer                   6         129              0.0235
clock inverter                 2        8.76             0.00160
-- flip-flops by register name, indices dropped and copies added (netlist names) --
| register | cells |
|---|---|
| buf_addr | 11 |
| buf_data | 32 |
| buf_data_en | 1 |
| buf_hit | 1 |
| buf_pend | 1 |
| buf_we | 4 |
-- critical path: stages --
cell	delay [ns]
dlygate4sd2_1	0.27
nand4b_4	0.14
buf_6	0.12
o21a_4	0.14
and2_4	0.18
clkdlybuf4s50_1	0.48
-- cells in the mapped netlist (3+ instances only) --
master    count
mux2_2       74
edfxtp_1     32
buf_4        29
dfrtp_1      18
mux2_4       12
nand2_1      11
xor2_1       11
and2_1        8
nor2_1        6
buf_2         4
nor4_1        3
-- power groups by stage --
stage	clock network (mW)	registers, mW	logic [mW]
4_1_cts	0.771	1.07	0.619
6_report	0.727	1.08	0.605
5_1_grt	0.813	1.09	0.660
-- what timing repair did --
item	4_1_cts	5_1_grt
setup endpoints to repair	71	53
cloned	1	0
resized	33	34
pin swaps	1	3
buffers inserted	4	4
Power figures rest on the tool's default switching activity, not on a simulated workload.
